==> design.v <==
module DPCM(input signed [7:0] prdata, input pclk, preset, input pSel, pEnable, pWrite,output signed [7:0] out,
output pReady, output [1:0] estado);
	reg signed [7:0] ant;
	enum  reg [1:0] {IDLE,SETUP,ACCESS} state;
	wire signed [8:0] xIn;
	wire signed [7:0] yOut;
	sat s(preset, xIn, yOut);
	assign estado = state;
	assign xIn = prdata - ant;
	always @ (posedge pclk or posedge preset) begin
		if (preset)begin
			state <= IDLE;
		end
		else
			case (state)
				IDLE:begin
					if(pSel) begin
						state<=SETUP;
					end
					else
						state<=IDLE;
				end
				SETUP:begin
					if(pEnable)begin
						pReady<=1;
						state<=ACCESS;
					end
					else
						state<=ACCESS;
				end
				ACCESS:begin
					if(pWrite & pSel) begin
						pReady<=0;
						out <= yOut;
						ant <= prdata;
						state <= SETUP;
					end
					else
						state<=IDLE;
				end
			endcase
	end
endmodule
module sat(input reset, input reg signed [8:0] in,output reg signed [7:0] out);
	reg signed [7:0] limSup=120;
	reg signed [7:0] limInf=-120;
always @ (in or reset) begin
	if (reset) 
	begin
		out <= 8'b00000000;
	end
	else 
	begin
		if(in>limSup)begin
			out<=limSup;
			end
		else if(in<limInf)begin
			out<=limInf;
			end
		else begin
			out<=in;
			end
	end
end
endmodule 
==> run.sh <==
#!/bin/bash
# OpenROAD 26Q1-2900-gdf79404cd8, Yosys 0.63+post, stock flow scripts
make -C /OpenROAD-flow-scripts/flow DESIGN_CONFIG=/design/flow/config.mk WORK_HOME=/design/flow/orfs finish
==> config.mk <==
export PLATFORM = sky130hd
export DESIGN_NAME = DPCM
export DESIGN_NICKNAME = DPCM
export VERILOG_FILES = /design/flow/design.v
export SDC_FILE = /design/flow/constraint.sdc
export NUM_CORES = 4
export LEC_CHECK = 1
export CORE_AREA = 10 10 108 108
export DIE_AREA = 0 0 118 118
==> constraint.sdc <==
current_design DPCM

set clk_period 5.0
set clk_io_pct 0.2

create_clock -name clk0 -period $clk_period [get_ports {pclk}]

set non_clock_inputs [all_inputs -no_clocks]
set_input_delay [expr $clk_period * $clk_io_pct] -clock clk0 $non_clock_inputs
set_output_delay [expr $clk_period * $clk_io_pct] -clock clk0 [all_outputs]
==> Slide: Implementation Results <==
Synthesis and Place & Route Summary

Final timing
  – Fmax: 300.9 MHz
  – Endpoints failing hold: 0
  – Worst-Margin Slew: 0.3318 ns
  – Clock Skew: 0.005208 ns
  – Min cycle time layout: 3.323 ns
  – Final setup vio count: 0
  – Total negative setup slack: 0 ns
  – RSZ-0062 raised after global routing: false
  – Final worst-path cycle share: 0.6646
  – Slew margin rel.: 0.7775
  – Slew Viols, Final: 0

Clock tree
  – CTS resizes: 0
  – Inserted Clock Buffers: 3
  – Worst-path clk slew: 0.07 ns
  – Post-CTS setup buffer count: 0
  – Clock sink total: 19
  – Clk buf depth: 2
  – Number of H-tree levels: 1
  – Skew-Pair Late Insertion Delay: 0.26 ns
  – CTS root buf: clkbuf_8
  – Hold buffers post-CTS: 0
  – CTS tree: done

Floorplanning
  – Die width: 118 um
  – Chip height: 118 um
  – Core Util at FP: 0.1438
  – # rows: 35
  – Core area: 0.009284 mm2
  – DIE AREA: 0.01392 mm2
  – I/O pin cnt: 24

Cells and area
  – Fill count: 1,046
  – Final Core Density: 0.1898
  – Design Area, Final: 0.001762 mm2
  – Top Layout Cells: 23 x clkdlybuf4s50_1, 17 x edfxtp_1, 16 x inv_1
  – Final std cells w/o fill: 274
  – Share of layout cells above drive strength 1: 0.1379
  – Dominant logic cell type in the layout: clkdlybuf4s50_1
  – Layout area overhead: 31.96%

Critical path
  – Data required, critical path: 5.00 ns
  – CP Launch Type: input pin
  – Setup crit end kind: flop
  – Critical Path AT: 3.32 ns
  – Critical path peak fanout: 4
  – Worst setup path class: input pin to flop

Detailed routing
  – # diodes: 0
  – Met2 wire len: 1324 um
  – WL met1: 1414 um
  – DRC violations left: 0
  – Via count: 936
  – Top routing layer in use: met4
  – WL final: 2842 um
  – Met3 Routed Length: 82 um
  – DR pass1 iterations: 4
  – Routed WL per cell: 10.37 um
  – Initial DRC count: 36
  – Post-route ant nets: 0
  – Via density: 3.416

Pwr
  – Total power: 0.4575 mW
  – PD cells: 259.7 mW/mm2
  – Peak VDD IR: 91.55 uV
  – P_leak: 0.6724 nW

Synth
  – Synth warnings: 5
  – Ys cells: 120
  – Asr flop ratio synth: 0.1053
  – Distinct lib cells: 47
  – Synthesized netlist cell count: 120
  – Post-synth seq share: 0.4199
  – Syn Area/Cell: 11.13 um2
  – Chip Area, Yosys: 0.001335 mm2
  – Main flop type: edfxtp_1
  – Number of synthesized flops with an enable pin: 17
  – Mapped cell area: 0.001335 mm2
  – Top cells by area: edfxtp_1 38%, ha_1 10%, inv_1 4.5%
  – Area share, top type: 0.3824
  – Yosys reg bits: 19
  – Cell type with the largest total area: edfxtp_1

Job
  – Tool warning count: 27
  – Max Cap Viol: 0

Place
  – Routability congestion estimate: 0.8049
  – PortBufs: 23
  – Cell area after placement: 0.001715 mm2
  – Dpl hpwl: 2317 um
  – Placed cells: 270

GRT
  – Largest net degree at the start of global routing: 17
  – Initial antenna violation count: 0
  – Global-route wire length before repair: 4664 um
  – Gr ovfl total: 0
  – Global-route usage over all layers: 0.04060
  – Vias in the first global route: 935

Worst hold path
  – Hold Path Class: flop to flop

Run status
  – Outcome: finished clean
[path summary, 6_finish.rpt]
path,startpoint,endpoint,slack (ns),cells after the start
hold reg to reg,state[0],state[0],0.59,2
max in group asynchronous,preset,state[1],3.91,2
setup reg to reg,ant[0],out[0],2.57,8
min in group asynchronous,preset,state[0],0.98,2
hold / removal,state[0],state[0],0.59,2
setup / recovery,prdata[0],out[0],1.68,10
[metrics by stage]
stage	hold slack, ns	setup WS [ns]
3_5_place_dp	0.5811	1.425
2_1_floorplan	0.5010	2.123
3_3_place_gp	0.5708	1.448
4_1_cts	0.5990	1.687
6_report	0.5911	1.677
5_1_grt	0.6475	1.549
[cell usage after synthesis (2+ instances only)]
cell,number
a21oi_1,8
nand2b_1,2
dfrtp_1,2
a21o_1,2
nor3_1,5
nand2_1,5
nor2_1,2
mux2i_1,2
inv_1,16
o21a_1,4
nor2_2,2
xor2_1,3
edfxtp_1,17
ha_1,11
o21ai_0,6
o21ai_1,2
[final cells by class]
class,count,area (um2),share of cell area
Clock buffer,3,41.29,0.02344
Tap cell,129,161.4,0.09162
Timing Repair Buffer,24,237.7,0.1349
Multi-Input combinational cell,82,695.7,0.3949
Inverter,16,60.06,0.03409
Sequential cell,19,560.5,0.3182
Clock inverter,1,5.005,0.002841
[cells by family (layout without fill, tap and decap cells)]
logic type / Yosys count / count (layout) / synth area share
multiplexers: 3 / 3 / 0.02343
AND/OR/NAND/NOR: 27 / 27 / 0.1340
AND-OR/OR-AND: 36 / 36 / 0.2099
buffers and inverters: 19 / 44 / 0.06279
XOR/XNOR: 4 / 4 / 0.03187
adder cells (fa/ha/maj): 12 / 12 / 0.1181
flip-flops: 19 / 19 / 0.4199
[per-layer routing]
| layer | up-vias | GRT usage |
|---|---|---|
| li1 | 485 | - |
| met1 | 436 | 0.05815 |
| met2 | 13 | 0.06329 |
| met3 | 2 | 0.01021 |
| met4 | 0 | 0.002318 |
| met5 | - | 0 |
[flip-flops by register name, summed over array words and instances, names as in the netlist]
signal and cells:
ant 8, out 8, state 2, pReady 1
[power by group]
part	total, mW	switching, mW	internal (mW)	leakage [nW]
clock network	0.111	0.0559	0.0555	0.0255
registers	0.200	0.00993	0.190	0.179
logic	0.146	0.0692	0.0768	0.468
total	0.457	0.135	0.323	0.672
[critical path, cell delays in order]
cell	delay (ns)
clkdlybuf4s50_1	0.47
inv_1	0.05
ha_1	0.21
fa_1	0.47
nor2b_4	0.16
o21a_1	0.16
nor3_1	0.08
nand4bb_2	0.29
o311ai_4	0.30
a21oi_1	0.12
Power figures rest on the tool's default switching activity, not on a simulated workload.
